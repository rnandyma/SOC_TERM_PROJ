==> design/flow/design.v <==
module avalon_sdot_addr8bit (clk,
                      reset,
                      address,
                      writedata,
                      write,
                      read,
                      chipselect,
                      readdata,  
		    waitrequest
                     	);
input clk;    
input reset ;  
input [7:0] address ;   
input [31:0] writedata ;  
input  write ;	 
input read ;	 
input chipselect;	 
output reg [31:0] readdata ;
output reg waitrequest;
integer i = 0, j=0, reset_flag=0, loop1_flag=0, loop2_flag=0, loop3_flag=0;
reg load_done;
reg [31:0]array[255:0];
reg [31:0] dataa;
reg[31:0] datab;
reg[31:0] product;
reg[31:0] sum;
wire[31:0] product_wire;
wire[31:0] sum_wire;
integer loop_index;  
fp_mul mul_unit(dataa,datab,product_wire);  
fp_adder_new add_unit(sum,product,sum_wire);  
always@(posedge clk )
begin
	if(reset == 1)
	begin
		for( loop_index = 0; loop_index < 256; loop_index = loop_index + 1 ) begin 
			array [ loop_index ] <= 1 ;  
		end
	dataa<=0;
	datab<=0;
	product<=0;
	sum<=0;
	i=0;
        j=0;
	reset_flag=reset_flag+1;
	end
	else if (write & chipselect) 
	begin
	array[address]<=writedata;
	loop1_flag=loop1_flag+1;
	j =j+1;
	end
	else if(array[255] == 32'd1)
	begin
	loop2_flag=loop2_flag+1;
		if(i<96)
		begin
		dataa<=array[i];
		datab<=array[i+96];
		sum<=sum_wire;
		product<=product_wire;
		waitrequest <= 1'b1;
		i=i+1;
		end
		else
		begin
		waitrequest <= 1'b0;
		array[255] <= 32'd0;
		array[254] <= sum_wire;
		end
	end
	else if(read & chipselect & waitrequest == 0 && array[255] == 32'd0)
	begin
	readdata <= array[address];
	dataa<=0;
	datab<=0;
	product<=0;
	sum<=0;
	i=0;
	loop3_flag=loop3_flag+1;
	end
end	
endmodule
module fp_adder_new(
        operand1,
        operand2,
        result);
input  [31:0] operand1;
input  [31:0] operand2;
output reg [31:0] result;
wire [26:0] operand1_mantissa, operand2_mantissa;
reg [27:0] result_mantissa;
reg [7:0]result_exponent;
reg save;
reg result_sign;
wire [7:0] operand1_exponent, operand2_exponent;
wire operand1_sign,operand2_sign;
reg [7:0] diff_exponent;
wire flag0, flag1, flag2;
wire [7:0]flagdiff;
wire flag_exp_a;
wire [26:0] shifted_operand1,shifted_operand2;
assign operand1_mantissa = {1'b1,operand1[22 : 0], 3'd0};
assign operand2_mantissa = {1'b1,operand2[22 : 0], 3'd0};
assign operand1_exponent = operand1[30 : 23];
assign operand2_exponent = operand2[30 : 23];
assign operand1_sign = operand1[31];
assign operand2_sign = operand2[31];
assign flag0=(operand1==0 && operand2==0)?1:0;
assign flag1=(operand1==0)?1:0;
assign flag2=(operand2==0)?1:0;
assign flagdiff=(operand1_exponent>operand2_exponent)?(operand1_exponent-operand2_exponent):(operand2_exponent-operand1_exponent);
assign flag_exp_a=(operand1_exponent>operand2_exponent)?1:0;
assign shifted_operand1=(flag_exp_a==0)?(operand1_mantissa>>flagdiff):operand1_mantissa;
assign shifted_operand2=(flag_exp_a==1)?(operand2_mantissa>>flagdiff):operand2_mantissa;
always @(*)
begin
save=1'b0;
if(flag0==1)begin
result[31]=0;
result[30:23]=8'd0;
result[22:0]=28'd0;
save=1;
end
else if(flag1==1)begin
result[31]=operand2_sign;
result[30:23]=operand2_exponent;
result[22:0]=operand2_mantissa[25:3];
save=1;
end
else if(flag2==1)begin
result[31]=operand1_sign;
result[30:23]=operand1_exponent;
result[22:0]=operand1_mantissa[25:3];
save=1;
end
else if(operand1_sign==operand2_sign) begin
result_sign=operand1_sign;
result_exponent=((flag_exp_a==1)?operand1_exponent:operand2_exponent);
result_mantissa=shifted_operand1+shifted_operand2;
end
else if(shifted_operand1>shifted_operand2) begin
result_sign=operand1_sign;
result_exponent=((flag_exp_a==1)?operand1_exponent:operand2_exponent);
result_mantissa=shifted_operand1-shifted_operand2;
end
else if(shifted_operand2>shifted_operand1) begin
result_sign=operand2_sign;
result_exponent=((flag_exp_a==1)?operand1_exponent:operand2_exponent);
result_mantissa=shifted_operand2-shifted_operand1;
end
if(save==0)begin
result[31]=result_sign;
if(result_mantissa[27:26]==2'b00 )begin
result[22:0]=result_mantissa[24:2];
result[30:23]=(result_exponent-1);
end
else if(result_mantissa[27:26]==2'b01)begin
result[22:0]=result_mantissa[25:3];
result[30:23]=(result_exponent);
end
else begin
result[30:23]=(result_mantissa[27:26]>=2'b10)?result_exponent+1'b1:result_exponent;
result[22:0]=(result_mantissa[27])? result_mantissa[26:4]: result_mantissa[27:5];
end
end
end
endmodule
module fp_mul(operand1, operand2, result);
input[31:0] operand1;
input[31:0] operand2;
output [31:0]result;
wire [47:0] mantissa_product;
wire [47:0] mantissa_product_a;
wire [23:0] mantissa1;
wire [23:0] mantissa2;
wire sign_result;
wire [7:0] exp_result;
wire [22:0]mantissa_result;
wire flag;
assign mantissa1={1'b1, operand1[22:0]};
assign mantissa2={1'b1, operand2[22:0]};
assign mantissa_product_a = mantissa1*mantissa2;
assign flag =(mantissa_product_a[47:46]>=2'b10)?1:0;
assign mantissa_product = (flag==1)?mantissa_product_a>>1:mantissa_product_a;
assign sign_result = operand1[31]^operand2[31];
assign mantissa_result = (mantissa_product[47:46]==2'b01)?mantissa_product[45:23]:mantissa_product[46:24];
assign exp_result = (flag==0)?operand1[30:23]+operand2[30:23]-8'd127:operand1[30:23]+operand2[30:23]-8'd127+1'b1;
assign result=(operand1==0 || operand2==0)?0:{sign_result,exp_result,mantissa_result};
endmodule
==> design/flow/run.sh <==
#!/bin/bash
# OpenROAD 26Q1-2900-gdf79404cd8, Yosys 0.63+post, stock flow scripts
make -C /OpenROAD-flow-scripts/flow DESIGN_CONFIG=/design/flow/config.mk WORK_HOME=/design/flow/orfs finish
==> design/flow/config.mk <==
export PLATFORM = sky130hd
export DESIGN_NAME = avalon_sdot_addr8bit
export DESIGN_NICKNAME = avalon_sdot_addr8bit
export VERILOG_FILES = /design/flow/design.v
export SDC_FILE = /design/flow/constraint.sdc
export NUM_CORES = 4
export LEC_CHECK = 1
export CORE_UTILIZATION = 30
export SYNTH_MEMORY_MAX_BITS = 65536
==> design/flow/constraint.sdc <==
current_design avalon_sdot_addr8bit

set clk_period 365.9
set clk_io_pct 0.2

create_clock -name clk0 -period $clk_period [get_ports {clk}]

set non_clock_inputs [all_inputs -no_clocks]
set_input_delay [expr $clk_period * $clk_io_pct] -clock clk0 $non_clock_inputs
set_output_delay [expr $clk_period * $clk_io_pct] -clock clk0 [all_outputs]
==> job_summary.md <==
## Implementation flow summary

| Metric | Value |
|---|---|
| Status | completed |
| CP Max Fanout | 48 |
| Synth Instances | 30412 |
| Drt total wl | 1900000 µm |
| Hold WC Path Type | flip-flop to flip-flop |
| Post-cts hold-fix buffer tally | 0 |
| Fin crit share | 22.1% |
| Max Freq | 12.4 MHz |
| Fill cells | 145894 |
| CP top delay family | buffers and inverters |
| Layout Skew | 0.148 ns |
| YS chip area | 472000 µm² |
| Total GRT Usage | 25.5% |
| Clk latency late pin | 1.34 ns |
| Die W | 1260 µm |
| Core utilization at floorplan | 30.1% |
| FP Rows | 460 |
| Die Area | 1580000 µm² |
| Crit path largest cell delay | 0.73 ns |
| Area delta synth->final | 12.3% |
| H-tree levels | 6 |
| Final Slew Violations | 0 |
| Logic area | 209000 µm² |
| Endpoints left unconstrained | 65 |
| Worst-margin pin slew | 1.47 ns |
| Initial antenna violation count | 242 |
| Port Buf Inserts | 77 |
| Max clock buf depth | 5 |
| Synth Warn # | 35 |
| Register pins left without a clock | 65 |
| Clock root buffer | clkbuf_16 |
| Number of I/O pins | 78 |
| Syn_area_per_cell | 15.5 µm² |
| Final ANT Viol Nets | 0 |
| Layout cells sized above 1 | 29.0% |
| Top_reg_cell synth | edfxtp_1 |
| Post-synth EDFFs | 8225 |
| Peak VDD IR | 0.00504 mV |
| # resized after CTS | 0 |
| CP most frequent cell | buf_4 |
| Chip Height | 1260 µm |
| TritonCTS clock tree | built |
| Most common library cells after synthesis | 8225 x edfxtp_1, 8140 x and2_1, 5302 x mux4_2 |
| First-pass GRT wire length | 2580000 µm |
| Worst Setup Start Kind | input port |
| Dpl cells | 49494 |
| Yosys cell types | 105 |
| Via count | 286294 |
| Max stage delay cell, worst path | a22oi_1 |
| Post-synth top area cell | edfxtp_1 |
| Fraction of registers with async set/reset | 0% |
| Log Warnings | 83 |
| Most common cell in the netlist | edfxtp_1 |
| #FFs+latches synth | 8450 |
| Final hold vios | 0 |
| Buf/Inv on CP | 10 |
| GRT overflow | 0 |
| Vias in the first global route | 309747 |
| Synth Cell Area | 472000 µm² |
| Endpoints failing setup | 0 |
| Number of remaining DRC errors | 0 |
| Setup TNS Final | 0 ns |
| Cts bufs inserted | 897 |
| Largest net degree at the start of global routing | 98 |
| Routed len/inst | 36.8 µm |
| RSZ-0062 raised after global routing | false |
| Core Region | 1570000 µm² |
| Top cells by area | edfxtp_1 52%, mux4_2 25%, and2_1 11% |
| Relative slew slack | 1.47% |
| Yosys Instances | 30412 |
| Top-area cell share | 52.3% |
| Starting DRC count in detailed routing | 20913 |
| Pwr per Cell Area | 4.25 nW/µm² |
| Static Leak | 173 nW |
| WS Path Type | input port to flip-flop |
| Max-Cap Viols | 0 |
| Minimum clock period | 80.80 ns |
| RePlAce Congestion | 1.03 |
| Vias per std cell | 5.55 |
| First drt pass iteration count | 6 |
| Clk pin slew, worst setup/hold paths | 0.07 ns |
| Critical Path End Type | flip-flop |
| Postcts setup bufs | 0 |
| Final std cells w/o fill | 51589 |
| Worst path required time | 366.91 ns |
| Detailed placement HPWL | 1240000 µm |
| Worst EP arrival | 81.81 ns |
| Critical-path cell list | buf_16 > buf_4 > buf_4 > buf_4 > buf_4 > buf_4 > buf_4 > buf_4 > buf_4 > mux4_2 > mux4_2 > mux2_2 > a22oi_1 > buf_4 > nor2_1 > or3_1 |
| Flop area | 251000 µm² |
final timing paths:
path,cells past startpoint,slack [ns],end,from
max,16,285.10,readdata[0]$_DFFE_PP_,address[1]
min,2,0.46,dataa[17]$_SDFFE_PP0P_,dataa[17]$_SDFFE_PP0P_
max reg2reg,33,353.67,array[254][29]$_DFFE_PP_,product[25]$_SDFFE_PP0P_
min reg2reg,2,0.46,dataa[17]$_SDFFE_PP0P_,dataa[17]$_SDFFE_PP0P_
flip-flops by register name, summed over array words and instances (netlist names):
signal / cells
add_unit.result_mantissa: 25
i: 32
waitrequest: 1
array: 8192
dataa: 32
add_unit.result_exponent: 8
product: 32
add_unit.result: 32
readdata: 32
datab: 32
sum: 32
cells in the final DEF, fill, tap and decap left out, types with 28 or more instances in the layout:
master           netlist  final
nand3_1               80     76
edfxtp_1            8225   8225
a22o_1                40     40
a21oi_1              248    248
ha_1                 276    275
mux4_2              5302   5302
a21o_1                42     42
nand2_1             1045   1025
nor4_1                64     63
clkinv_2               0    171
mux2_2               112    112
bufinv_16              0     61
mux2i_2                1     37
diode_2                0    459
clkdlybuf4s50_1        0     37
o211ai_1              77     77
conb_1                 1     32
fa_1                 484    484
nand4_1               61     61
nor3_1                76     73
dlxtn_1               65     65
inv_1                658    655
clkbuf_16              0    907
mux2i_1              262    222
a31oi_1               28     28
buf_4                  3   1413
clkbuf_1            2738    196
o21bai_1              33     33
xnor2_1               74     71
nor2_4                 0    266
clkinv_1               5    212
or2_2                268    268
nor2_1               555    281
xor2_1                39     38
o21ai_0              155    150
dfxtp_1              160    152
and2_1              8140   8138
a22oi_1              172    168
area by class of cell:
cell class	instances	share of cell area, %
Sequential cell	8450	47.4
Timing Repair Buffer	1511	2.26
Multi-Input combinational cell	18082	39.4
Antenna cell	459	0.217
Clock buffer	1109	4.44
Inverter	664	0.473
Clock inverter	524	0.896
Tap cell	20790	4.91
worst min-delay path, stage by stage (launching register included):
cell	delay, ns
dfxtp_1	0.31
nand2_1	0.05
a21oi_1	0.05
per-layer routing:
metal	GRT usage [%]	part of all wire (%)	wire, µm	up-vias
li1	-	-	-	114889
met1	23.1	27	515000	142648
met2	34.5	43	809000	23639
met3	24.0	21	402000	4821
met4	16.7	8.5	162000	297
met5	8.39	0.71	13500	-
logic make-up after synthesis:
kind of cell             after synthesis  synth area share, %
AND-OR/OR-AND                       1084                 1.58
latches                               65                0.207
buffers and inverters               3911                 3.12
flip-flops                          8385                 53.0
adder cells (fa/ha/maj)              760                 2.78
XOR/XNOR                             114                0.216
AND/OR/NAND/NOR                    10411                 12.9
multiplexers                        5681                 26.1
other                                  1             0.000795
where the power goes:
group | switching (mW) | leakage [nW] | total, mW | internal, mW
sequential | 0.0230 | 80.0 | 1.12 | 1.10
clock | 0.403 | 13.8 | 0.901 | 0.498
combinational | 0.147 | 79.0 | 0.228 | 0.0809
total | 0.573 | 173 | 2.25 | 1.68
per-stage QoR:
stage               area [µm²]  util (%)  hold WS (ns)  setup slack (ns)  power [mW]
floorplan               472000         -         0.445            286.42        1.25
global placement        500000      31.9         0.446            283.98        1.36
detailed placement      500000      31.9         0.448            283.97        1.36
CTS                     529000      33.7         0.455            285.30        2.25
global route            529000      33.8         0.495            285.03        2.30
finish                  530000      33.8         0.456            285.10        2.25
Power is estimated from default activity; no workload was simulated.
