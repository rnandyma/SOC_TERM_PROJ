## flow/run.sh

```bash
#!/bin/bash
# OpenROAD 26Q1-2900-gdf79404cd8, Yosys 0.63+post, stock flow scripts
make -C /OpenROAD-flow-scripts/flow DESIGN_CONFIG=/design/flow/config.mk WORK_HOME=/design/flow/orfs finish
```

## flow/config.mk

```make
export PLATFORM = sky130hd
export DESIGN_NAME = avalon_sdot_ax
export DESIGN_NICKNAME = avalon_sdot_ax
export VERILOG_FILES = /design/flow/design.v
export SDC_FILE = /design/flow/constraint.sdc
export NUM_CORES = 4
export LEC_CHECK = 1
export CORE_UTILIZATION = 30
export SYNTH_MEMORY_MAX_BITS = 65536
```

## flow/constraint.sdc

```tcl
current_design avalon_sdot_ax

set clk_period 491.1
set clk_io_pct 0.2

create_clock -name clk0 -period $clk_period [get_ports {clk}]

set non_clock_inputs [all_inputs -no_clocks]
set_input_delay [expr $clk_period * $clk_io_pct] -clock clk0 $non_clock_inputs
set_output_delay [expr $clk_period * $clk_io_pct] -clock clk0 [all_outputs]
```

## flow/design.v

```verilog
module avalon_sdot_ax (clk,
                      reset,
                      address1,
                      writedata1,
                      write1,
                      read1,
                      chipselect1,
                      readdata1,  
		    waitrequest1
                     	);
input clk;    
input reset ;  
input [23:0] address1 ;   
input [31:0] writedata1 ;  
input  write1 ;	 
input read1 ;	 
input chipselect1;	 
output reg [31:0] readdata1 ;
output reg waitrequest1;
integer i = 0;
reg load_done;
reg[31:0]X_val[0:95];
reg[31:0]Y_val[0:95];
reg[4:0] count;
reg[4:0] count_next;
reg [31:0] dataa;
reg[31:0] datab;
reg[31:0] product;
reg[31:0] sum;
wire[31:0] product_wire;
wire[31:0] sum_wire;
reg [4:0] check_count;
fp_mul mul_unit(dataa,datab,product_wire);
fp_adder_new add_unit(sum,product,sum_wire);
always@(posedge clk )
begin
	if(reset == 1)
	begin
	count_next<=5'd0;
	count<=count_next;
	end
	else begin
	count<=count_next;
	case(count)
	5'b00000 :begin
		  load_done<=0;
		  for(i=0;i<96;i=i+1)
		  begin
		  	X_val[i]<=32'd0;
			Y_val[i]<=32'd0;
		  end
		  readdata1<=32'd0;
		  waitrequest1<=0;
		  dataa<=0;
		  datab<=0;
		  product<=0;
		  sum<=0;
		  i=0;
		  count_next<=count+1;
		 end
	5'b00001:begin  
		if(write1 == 1) begin
		 X_val[i]<=writedata1;
			 if(i==95)
			 begin
			 	load_done<=1;
				i=0;
				count_next<=count+1;  
			 end
		else
			begin
				load_done<=0;
				i=i+1;
				count<=count_next;
			end
		end
		end
	5'b00010:begin  
		if(write1 == 1) begin
		 Y_val[i]<=writedata1;
		 if(i==32'd95)
			begin
			 	load_done<=1;
				i=0;
				count_next<=count+1;  
			end
			else
			begin
				load_done<=0;
				i=i+1;
				count<=count_next;
			end
		end
		end
	5'b00011: begin  
			dataa<=X_val[i];
			datab<=Y_val[i];
			sum<=sum_wire;
			count_next <= count_next+1;  
			count <= count+1;  
			waitrequest1<=1;
		  end
	5'b00100:begin  
			if(i!=32'd95)  
			begin
		        product <= product_wire;
			count_next <= count_next-1;
			count <= count-1;
			i = i+1;
			end
			else 
			begin
			count_next <= count+1;  
			end
		end
	5'b00101:begin  
			sum<=sum_wire;  
			waitrequest1<=0;	 
			count_next <= count;
			if(waitrequest1 == 0) begin
			readdata1 <= sum_wire; 
			end
			end
	endcase
	end
end
endmodule
module fp_adder_new(
        operand1,
        operand2,
        result);
input  [31:0] operand1;
input  [31:0] operand2;
output reg [31:0] result;
wire [26:0] operand1_mantissa, operand2_mantissa;
reg [27:0] result_mantissa;
reg [7:0]result_exponent;
reg save;
reg result_sign;
wire [7:0] operand1_exponent, operand2_exponent;
wire operand1_sign,operand2_sign;
reg [7:0] diff_exponent;
wire flag0, flag1, flag2;
wire [7:0]flagdiff;
wire flag_exp_a;
wire [26:0] shifted_operand1,shifted_operand2;
assign operand1_mantissa = {1'b1,operand1[22 : 0], 3'd0};
assign operand2_mantissa = {1'b1,operand2[22 : 0], 3'd0};
assign operand1_exponent = operand1[30 : 23];
assign operand2_exponent = operand2[30 : 23];
assign operand1_sign = operand1[31];
assign operand2_sign = operand2[31];
assign flag0=(operand1==0 && operand2==0)?1:0;
assign flag1=(operand1==0)?1:0;
assign flag2=(operand2==0)?1:0;
assign flagdiff=(operand1_exponent>operand2_exponent)?(operand1_exponent-operand2_exponent):(operand2_exponent-operand1_exponent);
assign flag_exp_a=(operand1_exponent>operand2_exponent)?1:0;
assign shifted_operand1=(flag_exp_a==0)?(operand1_mantissa>>flagdiff):operand1_mantissa;
assign shifted_operand2=(flag_exp_a==1)?(operand2_mantissa>>flagdiff):operand2_mantissa;
always @(*)
begin
save=1'b0;
if(flag0==1)begin
result[31]=0;
result[30:23]=8'd0;
result[22:0]=28'd0;
save=1;
end
else if(flag1==1)begin
result[31]=operand2_sign;
result[30:23]=operand2_exponent;
result[22:0]=operand2_mantissa[25:3];
save=1;
end
else if(flag2==1)begin
result[31]=operand1_sign;
result[30:23]=operand1_exponent;
result[22:0]=operand1_mantissa[25:3];
save=1;
end
else if(operand1_sign==operand2_sign) begin
result_sign=operand1_sign;
result_exponent=((flag_exp_a==1)?operand1_exponent:operand2_exponent);
result_mantissa=shifted_operand1+shifted_operand2;
end
else if(shifted_operand1>shifted_operand2) begin
result_sign=operand1_sign;
result_exponent=((flag_exp_a==1)?operand1_exponent:operand2_exponent);
result_mantissa=shifted_operand1-shifted_operand2;
end
else if(shifted_operand2>shifted_operand1) begin
result_sign=operand2_sign;
result_exponent=((flag_exp_a==1)?operand1_exponent:operand2_exponent);
result_mantissa=shifted_operand2-shifted_operand1;
end
if(save==0)begin
result[31]=result_sign;
if(result_mantissa[27:26]==2'b00 )begin
result[22:0]=result_mantissa[24:2];
result[30:23]=(result_exponent-1);
end
else if(result_mantissa[27:26]==2'b01)begin
result[22:0]=result_mantissa[25:3];
result[30:23]=(result_exponent);
end
else begin
result[30:23]=(result_mantissa[27:26]>=2'b10)?result_exponent+1'b1:result_exponent;
result[22:0]=(result_mantissa[27])? result_mantissa[26:4]: result_mantissa[27:5];
end
end
end
endmodule
module fp_mul(operand1, operand2, result);
input[31:0] operand1;
input[31:0] operand2;
output [31:0]result;
wire [47:0] mantissa_product;
wire [47:0] mantissa_product_a;
wire [23:0] mantissa1;
wire [23:0] mantissa2;
wire sign_result;
wire [7:0] exp_result;
wire [22:0]mantissa_result;
wire flag;
assign mantissa1={1'b1, operand1[22:0]};
assign mantissa2={1'b1, operand2[22:0]};
assign mantissa_product_a = mantissa1*mantissa2;
assign flag =(mantissa_product_a[47:46]>=2'b10)?1:0;
assign mantissa_product = (flag==1)?mantissa_product_a>>1:mantissa_product_a;
assign sign_result = operand1[31]^operand2[31];
assign mantissa_result = (mantissa_product[47:46]==2'b01)?mantissa_product[45:23]:mantissa_product[46:24];
assign exp_result = (flag==0)?operand1[30:23]+operand2[30:23]-8'd127:operand1[30:23]+operand2[30:23]-8'd127+1'b1;
assign result=(operand1==0 || operand2==0)?0:{sign_result,exp_result,mantissa_result};
endmodule
```

==> run notes <==
## Worst hold path
• **worst min-delay path class** flip-flop to flip-flop
• **Worst Hold Path Cells** 1

## Setup path
• **type of origin of the critical path** input port
• **cell occurring most often along the worst timing path** buf_4
• **R2R Path End** readdata1[12]
• **critical path, cell by cell** clkdlybuf4s50_1 > buf_4 > nor4_1 > nand2_4 > buf_4 > buf_4 > buf_4 > o21ai_4 > buf_4
• **worst path required time** 491.88 ns
• **worst-path cell with the longest stage delay** buf_4
• **startpoint-to-endpoint class of the critical path** input port to flip-flop
• **setup slack, reg-to-reg** 478.69 ns
• **r2r startpoint** product[28]
• **Worst setup endpoint** Y_val[21][9]
• **critical path data arrival time** 102.76 ns
• **launching element of the worst setup path** reset
• **maximum cell stage delay along the critical path** 0.74 ns
• **CP Capture Type** flip-flop
• **Register-to-Register Path Depth** 32
• **largest fanout on the critical path** 26

## Global route
• **antenna violations before repair** 100
• **remaining global-route overflow** 0
• **via count of the first global-routing pass** 244400
• **largest net degree at the start of global routing** 90
• **GRT Util Overall** 22.10%
• **first-pass GRT wire length** 1865 mm

## Placed design
• **pre-CTS WS** 388.15 ns
• **placed instance area** 403600 µm²
• **last weighted congestion value of the routability-driven placer** 0.9512
• **count of port buffers added during placement** 67
• **HPWL after DPL** 802.5 mm

## Final timing
• **share of the clock period used by the worst path after layout** 20.77%
• **count of unclocked register or latch pins** 65
• **Setup TNS** 0 ns
• **setup repair after global routing missed its margin** false
• **Worst-Margin Slew** 1.414 ns
• **number of endpoints failing setup at the final stage** 0
• **Post-Route Hold Slack** 0.5284 ns
• **endpoints left unconstrained** 65
• **total count of hold-check failures in the final report** 0
• **normalized max-slew margin** 4.832%
• **upper clock frequency limit** 0.009806 GHz
• **final setup skew** 0.1003 ns
• **count of pins over their slew limit** 0
• **Final Critical Period** 101.98 ns
• **final critical-path setup slack** 389.12 ns

## Die
• **floorplan die height** 1.123 mm
• **floorplan core density** 30.11%
• **Floorplan Core Area** 1253000 µm²
• **horizontal extent of the die** 1.123 mm
• **Chip Area** 1262000 µm²
• **I/O pin total** 94
• **number of rows created at floorplan** 411

## Routing
• **detailed-routed wire length on met3** 242.5 mm
• **total vias in the final route** 237600
• **wire length on met2** 585.4 mm
• **DR iter-0 viols** 16760
• **wire length per cell** 30.03 µm
• **wire length on met1** 421.2 mm
• **DRC violation count after routing** 0
• **number of iterations in the first detailed-routing pass** 8
• **Post-DRT Antenna Nets** 0
• **average via count per standard cell** 5.328
• **top routing layer in use** met5
• **final wirelength** 1339 mm

## Yosys
• **post-synthesis cell type count** 116
• **area fraction of the dominant cell type after synthesis** 66.75%
• **number of standard cells reported by yosys** 27460
• **primary flip-flop cell chosen by synthesis mapping** edfxtp_1
• **leading post-synthesis cells by cell area** edfxtp_1, and2_1, a22oi_1, fa_1, clkbuf_1
• **Post-synth EDFFs** 8385
• **Avg Cell Area, Syn** 13.74 µm²
• **async set or reset register ratio after synthesis** 0%
• **cell count after synthesis** 27460
• **Netlist Area Pre-Place** 377200 µm²
• **Yosys top cell by area** edfxtp_1
• **Chip Area, Yosys** 377200 µm²
• **Synth Warn #** 35
• **synthesized flop and latch total** 8460

## Clock tree
• **root cell of the clock tree** clkbuf_16
• **clock insertion delay at the later pin of the skew report** 1.14 ns
• **hold buffers post-CTS** 0
• **largest buffer count on any clock path** 5
• **deepest level of the CTS H-tree** 6
• **TritonCTS clock tree** done
• **clock-pin slew on the worst setup and hold paths** 0.06 ns
• **count of buffers added by post-CTS timing repair for setup** 0
• **cells resized by post-CTS repair** 0
• **total CTS buffers** 827

## Flow run
• **OpenROAD warning count** 112
• **Maximum Capacitance Violations** 0

## Cells and area
• **Final Cell Area** 429400 µm²
• **post-synthesis to final-layout area growth** 13.84%
• **share of final-layout standard cells stronger than drive strength 1** 11.43%

## Outcome
• **outcome** completed

logic make-up (layout without fill, tap and decap cells):
family,count (synthesis),count (layout),synth area share [%]
AND/OR/NAND/NOR,8645,8645,13.55
flip-flops,8395,8395,66.80
AND-OR/OR-AND,6096,6096,11.99
buffers and inverters,3300,3597,3.298
adder cells (fa/ha/maj),765,765,3.501
XOR/XNOR,100,100,0.2401
multiplexers,93,93,0.3543
latches,65,65,0.2587
other,1,108,0.0009941
synth_stat cells, drive strengths merged, types with 344 or more instances:
cell type and n:
a31oi 637, inv 649, nand4 465, fa 484, nand2 659, clkbuf 2282, a22oi 2600, buf 365
a22o 761, nor2 522, o21ai 462, edfxtp 8385, a221oi 773, and2 6410, a21oi 344
flip-flops by register name, indices dropped and copies added (netlist names):
register,count
datab,32
sum,32
count_next,5
X_val,4096
Y_val,4096
add_unit.result_mantissa,25
count,5
i,32
add_unit.result_exponent,8
product,32
dataa,32
waitrequest1,1
add_unit.result,32
readdata1,32
layout by cell type (no fill, tap or decap), types with 101 or more instances in the layout:
master	instances
nor4_1	129
nor2_2	203
clkinv_2	126
nand4_1	464
nand2_1	623
o21ai_4	195
nor2_1	254
a221oi_1	770
fa_1	484
clkbuf_16	834
a22o_1	761
o21ai_0	249
a22oi_1	2600
inv_1	648
and2_1	6409
edfxtp_1	8385
ha_1	281
nand3_1	101
clkinv_1	220
clkbuf_1	176
buf_4	1361
a31oi_1	624
nor3_1	102
a21oi_1	338
worst min-delay path by stage:
stage	endpoint	slack, ns	startpoint
after CTS	count[0]	0.53	count[0]
after global routing	count[0]	0.56	count[0]
final	count[0]	0.53	count[0]
routing by layer:
metal  track usage [%]  vias to the layer above
li1                  -                   102400
met1             22.92                   116400
met2             31.58                    15640
met3             17.71                     2933
met4             11.14                      124
met5             3.546                        -
metrics by stage:
step | std cells | util (%)
finish | 44590 | 34.28
detailed placement | 43030 | 32.22
global route | 44550 | 34.27
floorplan | 27490 | -
global placement | 43030 | 32.22
CTS | 44510 | 34.26
worst max-delay path: cells and delay by family:
kind / cells / cell delay, ns
buf+inv: 6 / 3.29
simple gates: 2 / 0.68
compound gates: 1 / 0.35
cell type report:
type | instances | area (µm²)
fill | 117500 | 823300
sequential | 8460 | 253000
inverter | 653 | 2451
multi-input combinational | 15730 | 115600
clock buffer | 1010 | 21530
timing repair buffer | 1456 | 11610
clock inverter | 478 | 4124
tap | 16730 | 20930
antenna | 76 | 190.2
